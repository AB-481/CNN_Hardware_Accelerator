--- ./run.sh ---
#!/bin/bash
# OpenROAD 26Q1-2900-gdf79404cd8, Yosys 0.63+post, stock flow scripts
make -C /OpenROAD-flow-scripts/flow DESIGN_CONFIG=/design/flow/config.mk WORK_HOME=/design/flow/orfs finish
--- ./design.v ---
`timescale 1ns / 1ps
module cnn_top #(
    parameter W = 5
)(
    input wire clk,
    input wire rst,
    input wire [7:0] pixel_in,
    input wire pixel_valid,
    output reg [7:0] pixel_out,
    output reg pixel_out_valid
);
    wire [7:0] row0,row1,row2;
    wire [7:0] w00,w01,w02,w10,w11,w12,w20,w21,w22;
    wire signed [19:0] conv_out;
    wire conv_valid;
    wire signed [7:0] k00 = 0, k01 = -1, k02 = 0;
    wire signed [7:0] k10 = -1,k11 = 4, k12 = -1;
    wire signed [7:0] k20 = 0, k21 = -1, k22 = 0;
    reg [15:0] col_cnt;
    reg [15:0] row_cnt;
    line_buffers #(.W(W)) LB (
        .clk(clk), .rst(rst),
        .pixel_in(pixel_in),
        .pixel_valid(pixel_valid),
        .row0(row0), .row1(row1), .row2(row2)
    );
    window_3x3 WG (
        .clk(clk), .rst(rst),
        .pixel_valid(pixel_valid),
        .row0(row0), .row1(row1), .row2(row2),
        .w00(w00), .w01(w01), .w02(w02),
        .w10(w10), .w11(w11), .w12(w12),
        .w20(w20), .w21(w21), .w22(w22)
    );
    conv_mac_3x3 MAC (
        .clk(clk), .rst(rst),
        .pixel_valid(pixel_valid),
        .w00(w00), .w01(w01), .w02(w02),
        .w10(w10), .w11(w11), .w12(w12),
        .w20(w20), .w21(w21), .w22(w22),
        .k00(k00), .k01(k01), .k02(k02),
        .k10(k10), .k11(k11), .k12(k12),
        .k20(k20), .k21(k21), .k22(k22),
        .conv_out(conv_out),
        .conv_valid(conv_valid)
    );
    always @(posedge clk) begin
        if (rst) begin
            col_cnt <= 0;
            row_cnt <= 0;
        end
        else if (pixel_valid) begin
            if (col_cnt == W-1) begin
                col_cnt <= 0;
                row_cnt <= row_cnt + 1;
            end
            else
                col_cnt <= col_cnt + 1;
        end
    end
    always @(posedge clk) begin
        if (rst) begin
            pixel_out <= 0;
            pixel_out_valid <= 0;
        end
        else if (conv_valid) begin
            if (row_cnt >= 2 && col_cnt >= 2) begin
                if (conv_out < 0)
                    pixel_out <= 0;
                else if (conv_out > 255)
                    pixel_out <= 8'hFF;
                else
                    pixel_out <= conv_out[7:0];
                pixel_out_valid <= 1'b1;
            end
            else begin
                pixel_out_valid <= 1'b0;
            end
        end
    end
endmodule
`timescale 1ns / 1ps
module conv_mac_3x3 (
    input wire clk,
    input wire rst,
    input wire pixel_valid,
    input wire [7:0] w00, w01, w02,
    input wire [7:0] w10, w11, w12,
    input wire [7:0] w20, w21, w22,
    input wire signed [7:0] k00, k01, k02,
    input wire signed [7:0] k10, k11, k12,
    input wire signed [7:0] k20, k21, k22,
    output reg signed [19:0] conv_out,
    output reg conv_valid
);
    reg signed [15:0] p00,p01,p02,p10,p11,p12,p20,p21,p22;
    reg signed [19:0] sum;
    always @(posedge clk) begin
        if (rst) begin
            conv_out <= 0;
            conv_valid <= 0;
        end
        else if (pixel_valid) begin
            p00 <= $signed({1'b0,w00}) * k00;
            p01 <= $signed({1'b0,w01}) * k01;
            p02 <= $signed({1'b0,w02}) * k02;
            p10 <= $signed({1'b0,w10}) * k10;
            p11 <= $signed({1'b0,w11}) * k11;
            p12 <= $signed({1'b0,w12}) * k12;
            p20 <= $signed({1'b0,w20}) * k20;
            p21 <= $signed({1'b0,w21}) * k21;
            p22 <= $signed({1'b0,w22}) * k22;
            sum <= p00 + p01 + p02 + p10 + p11 + p12 + p20 + p21 + p22;
            conv_out <= sum;
            conv_valid <= 1'b1;
        end
        else begin
            conv_valid <= 1'b0;
        end
    end
endmodule
`timescale 1ns / 1ps
module line_buffers #(
    parameter W = 5
)(
    input  wire clk,
    input  wire rst,
    input  wire [7:0] pixel_in,
    input  wire pixel_valid,
    output reg [7:0] row0,
    output reg [7:0] row1,
    output reg [7:0] row2
);
    reg [7:0] line1 [0:W-1];
    reg [7:0] line2 [0:W-1];
    integer i;
    always @(posedge clk) begin
        if (rst) begin
            for(i=0;i<W;i=i+1) begin
                line1[i] <= 0;
                line2[i] <= 0;
            end
            row0 <= 0;
            row1 <= 0;
            row2 <= 0;
        end 
        else if (pixel_valid) begin
            for(i=W-1;i>0;i=i-1)
                line2[i] <= line2[i-1];
            line2[0] <= line1[W-1];
            for(i=W-1;i>0;i=i-1)
                line1[i] <= line1[i-1];
            line1[0] <= pixel_in;
            row0 <= pixel_in;
            row1 <= line1[W-1];
            row2 <= line2[W-1];
        end
    end
endmodule
`timescale 1ns / 1ps
module window_3x3 (
    input wire clk,
    input wire rst,
    input wire pixel_valid,
    input wire [7:0] row0,
    input wire [7:0] row1,
    input wire [7:0] row2,
    output reg [7:0] w00, w01, w02,
    output reg [7:0] w10, w11, w12,
    output reg [7:0] w20, w21, w22
);
    reg [7:0] row0_s1, row0_s2;
    reg [7:0] row1_s1, row1_s2;
    reg [7:0] row2_s1, row2_s2;
    always @(posedge clk) begin
        if (rst) begin
            row0_s1 <= 0; row0_s2 <= 0;
            row1_s1 <= 0; row1_s2 <= 0;
            row2_s1 <= 0; row2_s2 <= 0;
            w00 <= 0; w01 <= 0; w02 <= 0;
            w10 <= 0; w11 <= 0; w12 <= 0;
            w20 <= 0; w21 <= 0; w22 <= 0;
        end
        else if (pixel_valid) begin
            row0_s2 <= row0_s1;
            row0_s1 <= row0;
            row1_s2 <= row1_s1;
            row1_s1 <= row1;
            row2_s2 <= row2_s1;
            row2_s1 <= row2;
            w22 <= row0;
            w21 <= row0_s1;
            w20 <= row0_s2;
            w12 <= row1;
            w11 <= row1_s1;
            w10 <= row1_s2;
            w02 <= row2;
            w01 <= row2_s1;
            w00 <= row2_s2;
        end
    end
endmodule
--- ./config.mk ---
export PLATFORM = sky130hd
export DESIGN_NAME = cnn_top
export DESIGN_NICKNAME = cnn_top
export VERILOG_FILES = /design/flow/design.v
export SDC_FILE = /design/flow/constraint.sdc
export NUM_CORES = 4
export LEC_CHECK = 1
export CORE_UTILIZATION = 30
--- ./constraint.sdc ---
current_design cnn_top

set clk_period 6.0
set clk_io_pct 0.2

create_clock -name clk0 -period $clk_period [get_ports {clk}]

set non_clock_inputs [all_inputs -no_clocks]
set_input_delay [expr $clk_period * $clk_io_pct] -clock clk0 $non_clock_inputs
set_output_delay [expr $clk_period * $clk_io_pct] -clock clk0 [all_outputs]
==> flow_summary.toml <==
# flow metrics
[outcome]
status = "completed"

[logic_synthesis]
numSynthFlops = 254
yosysWarnings = 6
netlist.area_leader.share = 0.2813
ys_area_um2 = 11810
netlist.top_cell.by_area = "dfxtp_1"
syn_inst = 1114
ys_cells = 1114
yosysUniqueCellTypes = 51
yosys-top-cells-area = "dfxtp_1 (28%), edfxtp_1 (22%), mux2i_1 (11%), nor2_1 (6.0%), ha_1 (5.6%)"
edf_count = 88
ys_async_sr_fraction = 0
ff_type = "dfxtp_1"
avgSynthCellArea_um2 = 10.60
synth_area_um2 = 11810
seq_area_frac_synth = 0.5050

[clock_network]
cts.sinks = 254
numCtsBuffers = 28
cts_tree = "done"
cts_setup_buffers = 0
cts_buffer_depth = 3
clock_latency_ps = 560
htreeDepth = 1
cts-root-buf = "clkbuf_16"
ctsResizeCount = 0
clk_pin_slew_ps = 60
ctsHoldBuffers = 0

[setup_path]
endpoint_kind = "register"
worstSetupStartpointType = "register"
r2r_cells = 18
cpPeakStageDelay_ps = 600
crit_path_top_delay_cell = "a311oi_1"
cp_cell_sequence = "ha_1, inv_1, fa_1, nor2b_1, o31a_1, o21ai_1, a311oi_1, a21oi_1, xnor2_1, fa_1, ha_1, ha_1, a21oi_1, o21ai_0, nor2b_1, nor3_1, o21ai_0, xnor2_1"
crit_arrival_ps = 5300
crit_buf_inv = 1
crit_required_ps = 6280
cp_num_cells = 18
critPathKind = "register to register"
cpMostUsedCell = "ha_1"
path_max_fanout = 5
path_delay_family = "adder cells"

[power_and_ir_drop]
power.density_nw_per_um2 = 307.8
ir_drop_mv = 0.2024
p_leak_nw = 5.654
fin_total_pwr_mw = 4.137

[cells_and_area]
layout-drive-gt1-share = 0.05387
mi_logic_area_um2 = 5345
area.growth.synth_to_final_pct = 13.76
nFillCells = 3770
lay_top_count = "nor2_1"
final_layout_top_logic_cells = "nor2_1 (189), dfxtp_1 (166), mux2i_1 (125), inv_1 (91), edfxtp_1 (88)"
utilization = 0.3469
seqCellArea_um2 = 5966

[grt]
grt_max_degree = 63
grt_pass1_vias = 7017
gr-total-overflow = 0
antenna_found_initial = 0
grt_pass1_wl_um = 35310
track_usage = 0.1101

[flow_run]
tool_warnings = 29
cap_viol_max_count = 0

[route]
drt-wirelength-per-cell_um = 12.54
via_per_inst = 4.436
wl_met1_um = 10040
firstDrtPassIters = 4
drt_iter0_drc = 339
routed_wl_um = 20930
antenna_left = 0
vias = 7403
routed.top_layer = "met4"
drc = 0
n_antenna_cell = 0
detailroute.wirelength.met3_um = 1410
wl_met2_um = 9105

[sta]
finalSetupViolations = 0
tightest_slew_ps = 789.1
slew_viol_final = 0
fin_crit_ps = 5017
max_freq_ghz = 0.1993
grt_setup_unrepaired = "false"
skew_ps = 25.96
finalHoldViolations = 0
min_period_over_period = 0.8362
relSlewSlack = 0.4691
tns_ps = 0

[floorplanning]
fp_util = 0.3050
die-area_um2 = 40180
core_um2 = 38740
rows = 72
ios = 20
dieWidth_um = 200.4
dieHeight_um = 200.4

[placement]
gp_congestion = 0.8761
dp_hpwl_um = 14520
io_buffer_count = 19

[worst_hold_path]
hp-class = "register to register"
min_path_cells = 2
-- logic make-up (layout without fill, tap and decap cells) --
logic type               Yosys count  after routing  synth area share
AND/OR/NAND/NOR                  346            346            0.1337
XOR/XNOR                          75             75           0.05560
multiplexers                     126            126            0.1069
flip-flops                       254            254            0.5050
adder cells (fa/ha/maj)           81             81            0.1027
AND-OR/OR-AND                    100            100           0.05296
buffers and inverters            132            169           0.04321
-- per-layer routing --
| layer | track usage | up-vias |
|---|---|---|
| met5 | 0 | - |
| li1 | - | 3867 |
| met1 | 0.1582 | 3387 |
| met2 | 0.1672 | 122 |
| met3 | 0.03949 | 27 |
| met4 | 0.01881 | 0 |
-- flip-flops by register name, indices dropped and copies added (netlist names), 15 cells and up --
signal and flops:
MAC.p12 15, MAC.p01 15, MAC.sum 20, col_cnt 16, MAC.conv_out 20, MAC.p10 15, LB.line1 16, row_cnt 16
MAC.p21 15
-- area by class of cell --
type	count	area share
repair buffers	26	0.01797
clock inverters	13	0.009310
multi-input cells	728	0.3977
clock buffers	39	0.05744
flip-flops and latches	254	0.4439
inverters	91	0.02542
well taps	518	0.04823
-- final timing paths --
path,start,endpoint,slack [ps]
worst max-delay path,MAC.p10[0]$_DFFE_PP_,MAC.sum[17]$_DFFE_PP_,980
worst min-delay path,pixel_out[3]$_SDFFE_PP0P_,pixel_out[3]$_SDFFE_PP0P_,450
worst max register to register,MAC.p10[0]$_DFFE_PP_,MAC.sum[17]$_DFFE_PP_,980
worst min register to register,pixel_out[3]$_SDFFE_PP0P_,pixel_out[3]$_SDFFE_PP0P_,450
-- power breakdown --
group          switching [mW]  leakage (nW)  total (mW)  internal [mW]
clock                   0.688         0.438        1.64          0.951
combinational           0.333          3.02       0.586          0.253
sequential             0.0326          2.20        1.91           1.88
total                    1.05          5.65        4.14           3.08
-- Yosys cell counts, drive strengths merged, types with 2 or more instances --
library cell	number
nand2	54
clkbuf	22
o21ai	17
o22ai	3
a21oi	38
dfxtp	166
mux2i	125
a211o	9
nor3	16
xnor2	42
inv	91
nor2	189
a211oi	5
edfxtp	88
a31oi	4
nor4	16
nor2b	6
buf	19
o21a	5
nor4b	2
fa	27
nand3	16
and4	2
or4	10
o211ai	4
a21o	9
or3	5
and3	5
xor2	33
nand4	16
ha	53
nand2b	6
o31ai	2
-- tightest hold or removal path, stage by stage (launching register included) --
cell     delay, ps
dfxtp_1        310
nand2_1         50
a21oi_1         50
-- per-stage QoR --
step                std cells  area [um2]  hold slack (ps)  setup WS (ps)
finish                   1669       13440            449.3          982.6
global route             1669       13440            484.9          507.6
CTS                      1669       13440            455.0          977.0
detailed placement       1617       12540            446.5           1030
global placement         1617       12540            442.9           1120
floorplan                1114       11820            417.3           1079
No activity file was given, so power comes from the tool's default toggle rates.
